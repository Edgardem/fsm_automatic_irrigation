===== ./run.sh =====
#!/bin/bash
# OpenROAD 26Q1-2900-gdf79404cd8, Yosys 0.63+post, stock flow scripts
make -C /OpenROAD-flow-scripts/flow DESIGN_CONFIG=/design/flow/config.mk WORK_HOME=/design/flow/orfs finish

===== ./config.mk =====
export PLATFORM = sky130hd
export DESIGN_NAME = NivelAguaControl
export DESIGN_NICKNAME = NivelAguaControl
export VERILOG_FILES = /design/flow/design.v
export SDC_FILE = /design/flow/constraint.sdc
export NUM_CORES = 4
export LEC_CHECK = 1
export CORE_AREA = 10 10 70 70
export DIE_AREA = 0 0 80 80

===== ./constraint.sdc =====
current_design NivelAguaControl

set clk_period 2.6
set clk_io_pct 0.2

create_clock -name clk0 -period $clk_period [get_ports {Ctrl_clk}]

set non_clock_inputs [all_inputs -no_clocks]
set_input_delay [expr $clk_period * $clk_io_pct] -clock clk0 $non_clock_inputs
set_output_delay [expr $clk_period * $clk_io_pct] -clock clk0 [all_outputs]

===== ./design.v =====
	module NivelAguaControl (
    input reset,
    input start_fill,
    input Ctrl_clk,
    output reg [2:0] nivel,  
    output reg Esvaziar
);
    parameter FILLING = 1'b0;
    parameter EMPTYING = 1'b1;
    reg [1:0] state, next_state;
    always @(posedge Ctrl_clk or negedge reset) begin
        if (!reset) begin
            state <= FILLING;  
            nivel <= 3'b000;
            Esvaziar <= 0;
        end else begin
            state <= next_state;
            case (state)
                FILLING: begin
                    if (nivel < 3'b111) nivel <= nivel + 1;
                    Esvaziar <= 0;
                end
                EMPTYING: begin
                    if (nivel > 3'b000) nivel <= nivel - 1;
                    Esvaziar <= 1;
                end
                default: begin
                    nivel <= 3'b000;
                    Esvaziar <= 0;
                end
            endcase
        end
    end
    always @(*) begin
        case (state)
            FILLING: begin
                if (!start_fill && nivel >= 3'b111) next_state = EMPTYING;
                else next_state = FILLING;
            end
            EMPTYING: begin
                if (start_fill && nivel <= 3'b000) next_state = FILLING;
                else next_state = EMPTYING;
            end
            default: next_state = FILLING;  
        endcase
    end
endmodule

==> flow_results.xml <==
<?xml version="1.0" encoding="UTF-8"?>
<metrics>
  <group name="outcome">
    <metric name="outcome" unit="">completed</metric>
  </group>
  <group name="global_route">
    <metric name="grt_antenna_before_repair" unit="">0</metric>
    <metric name="globalRoute.busiestLayer" unit="">met1</metric>
    <metric name="grt_max_degree" unit="">12</metric>
    <metric name="global_route_wire_length_before_repair" unit="um">1350</metric>
    <metric name="grtUsageMet2" unit="">0.0313</metric>
    <metric name="globalRouteOverflowTotal" unit="">0</metric>
    <metric name="grtUsageMet1" unit="">0.0343</metric>
    <metric name="number_of_global_route_vias_before_repair" unit="">290</metric>
    <metric name="use_met3" unit="">0.0148</metric>
    <metric name="grt.total_usage" unit="">0.0251</metric>
  </group>
  <group name="clocking">
    <metric name="cts_max_path_buffers" unit="">2</metric>
    <metric name="htree_levels" unit="">1</metric>
    <metric name="post_cts.repair.setup_buffers" unit="">0</metric>
    <metric name="number_of_gates_resized_after_cts" unit="">0</metric>
    <metric name="holdBufCountCts" unit="">0</metric>
    <metric name="tritoncts_clock_tree" unit="">done</metric>
    <metric name="cts.sinks" unit="">6</metric>
    <metric name="cts_inserted_buffers" unit="">3</metric>
    <metric name="clockRootBuffer" unit="">clkbuf_4</metric>
    <metric name="clk_latency" unit="ns">0.24</metric>
    <metric name="cts.clk_slew.worst_paths" unit="ns">0.05</metric>
  </group>
  <group name="logic_synthesis">
    <metric name="ys_cells" unit="">34</metric>
    <metric name="asyncSetResetFlopFracSynth" unit="">1.00</metric>
    <metric name="post_synth.cell_area_avg" unit="um^2">10.4</metric>
    <metric name="yosys.stat.chipArea" unit="um^2">353</metric>
    <metric name="syn-cell-area" unit="um^2">353</metric>
    <metric name="synth-warning-count" unit="">1</metric>
    <metric name="netlist_instances" unit="">34</metric>
    <metric name="synth_flop_count" unit="">6</metric>
    <metric name="ys.flop_type" unit="">dfrtp_1</metric>
    <metric name="synth-edff-count" unit="">0</metric>
    <metric name="ys_types" unit="">23</metric>
    <metric name="synth-seq-area-share" unit="">0.429</metric>
  </group>
  <group name="die">
    <metric name="chip_area" unit="um^2">6400</metric>
    <metric name="floorplan.rows" unit="">21</metric>
    <metric name="die.size.y" unit="um">80</metric>
    <metric name="fp_util" unit="">0.103</metric>
    <metric name="die-width" unit="um">80</metric>
    <metric name="core_ar" unit="um^2">3420</metric>
    <metric name="ios" unit="">7</metric>
  </group>
  <group name="finish">
    <metric name="design_area" unit="um^2">485</metric>
    <metric name="mostFrequentLayoutCells" unit="">clkdlybuf4s50_1, dfrtp_1, inv_1, o21ai_0, clkbuf_4</metric>
    <metric name="most_frequent_standard_cell_in_the_layout_excluding_fill_and_tap_cells" unit="">clkdlybuf4s50_1</metric>
    <metric name="post_route_cells_drive_above_1_share" unit="">0.140</metric>
    <metric name="syn_to_final_growth" unit="%">37.6</metric>
    <metric name="layout.core_utilization" unit="">0.142</metric>
    <metric name="finalNonFillerCells" unit="">89</metric>
  </group>
  <group name="setup_path">
    <metric name="timing.critical_path.to_type" unit="">output pin</metric>
    <metric name="timing.critical_path.required" unit="ns">2.08</metric>
    <metric name="critical_path.max_fanout" unit="">8</metric>
    <metric name="setup.worst_path.class" unit="">reg -&gt; out</metric>
    <metric name="worst-endpoint-arrival" unit="ns">1.26</metric>
    <metric name="worst_path_dominant_cell_family" unit="">buffers and inverters</metric>
    <metric name="regToRegStartpoint" unit="">state[1]$_DFF_PN0_</metric>
    <metric name="crit_startpoint" unit="">nivel[2]$_DFFE_PN0P_</metric>
    <metric name="critical_path.cell_chain" unit="">clkdlybuf4s50_1</metric>
    <metric name="ff2ff_path_depth" unit="">4</metric>
    <metric name="cp.depth" unit="">1</metric>
    <metric name="peak_per_stage_delay_on_the_critical_path" unit="ns">0.54</metric>
    <metric name="setup.reg_to_reg.worst_slack" unit="ns">0.91</metric>
    <metric name="timing.rr.end" unit="">nivel[2]$_DFFE_PN0P_</metric>
    <metric name="crit_slowest_cell" unit="">clkdlybuf4s50_1</metric>
    <metric name="destination_of_the_critical_timing_path" unit="">nivel[2]</metric>
    <metric name="crit_path_start_kind" unit="">register</metric>
    <metric name="critical_path_buf_inv_count" unit="">1</metric>
  </group>
  <group name="sta">
    <metric name="setup_viols_final" unit="">0</metric>
    <metric name="timing.clock.skew" unit="ns">0.00485</metric>
    <metric name="peak_freq" unit="MHz">562</metric>
    <metric name="worst_pin_slew" unit="ns">0.362</metric>
    <metric name="timing.max_slew.rel_slack" unit="">0.759</metric>
    <metric name="layout_setup_ws" unit="ns">0.822</metric>
    <metric name="finalCriticalPeriod" unit="ns">1.78</metric>
    <metric name="maxSlewViolCount" unit="">0</metric>
    <metric name="grt_setup_unrepaired" unit="">no</metric>
    <metric name="final.setup.tns" unit="ns">0</metric>
    <metric name="final.period_utilization" unit="">0.684</metric>
    <metric name="fin_hold_ws" unit="ns">0.529</metric>
    <metric name="timing.final.hold_violations" unit="">0</metric>
  </group>
  <group name="pwr">
    <metric name="power_density" unit="nW/um^2">392</metric>
    <metric name="design_power_total" unit="mW">0.190</metric>
    <metric name="cellLeakagePower" unit="nW">0.155</metric>
    <metric name="worst_ir_drop_vdd" unit="V">0.000104</metric>
  </group>
  <group name="placed_design">
    <metric name="total_instance_count_after_detailed_placement" unit="">85</metric>
    <metric name="pre_cts_ws" unit="ns">0.947</metric>
    <metric name="portBuffers" unit="">6</metric>
    <metric name="hpwl" unit="um">622</metric>
    <metric name="place_congestion" unit="">0.796</metric>
    <metric name="detailed_place.area" unit="um^2">459</metric>
  </group>
  <group name="drt">
    <metric name="final_antenna_net_count" unit="">0</metric>
    <metric name="number_of_vias_after_detailed_routing" unit="">321</metric>
    <metric name="antennaDiodeCount" unit="">0</metric>
    <metric name="detail_route.iter0.violations" unit="">53</metric>
    <metric name="viasPerCell" unit="">3.61</metric>
    <metric name="routedWlPerCell" unit="um">9.34</metric>
    <metric name="drcViolationCount" unit="">0</metric>
    <metric name="drt-total-wl" unit="um">831</metric>
    <metric name="detail_route.first_pass.iterations" unit="">4</metric>
  </group>
  <group name="job">
    <metric name="openroad.warnings" unit="">25</metric>
    <metric name="cap_viol_max_count" unit="">0</metric>
  </group>
  <group name="worst_hold_path">
    <metric name="timing.hold.worst.class" unit="">in -&gt; async</metric>
  </group>
</metrics>
-- cells in the mapped netlist (2+ instances only) --
cell / n / area, um^2
o21ai_0: 4 / 20.0
inv_1: 4 / 15.0
nand2_1: 2 / 7.51
dfrtp_1: 5 / 125
-- metal layers --
layer	share of wire	routed length, um	up-vias
met3	0.16	134	4
met1	0.40	330	148
li1	-	-	145
met2	0.41	337	24
met4	0.034	28	0
met5	0	0	-
-- cell type report --
| type | instances | area (um^2) |
|---|---|---|
| Clock buffer | 4 | 26.3 |
| Fill cell | 390 | 2930 |
| Inverter | 4 | 15.0 |
| Multi-Input combinational cell | 23 | 175 |
| Sequential cell | 6 | 151 |
| Tap cell | 46 | 57.6 |
| Timing Repair Buffer | 6 | 60.1 |
-- flip-flops by register name, summed over array words and instances (netlist names) --
register	cells
nivel	3
state	2
Esvaziar	1
-- report_power, final --
part | internal [mW] | switching [mW] | leakage [nW]
sequential | 0.0938 | 0 | 0.0802
combinational | 0.00280 | 0.00306 | 0.0602
clock | 0.0581 | 0.0327 | 0.0150
total | 0.155 | 0.0357 | 0.155
-- cell families (layout without fill, tap and decap cells) --
kind of cell / Yosys count / after routing / synth area share
fa+ha+maj: 1 / 1 / 0.0567
flops: 6 / 6 / 0.429
simple gates: 7 / 7 / 0.124
compound gates: 15 / 15 / 0.316
buf+inv: 5 / 14 / 0.0745
-- worst min path at each step --
stage | endpoint | depth (start not counted) | slack [ns] | start
global route | nivel[1]$_DFFE_PN0P_ | 1 | 0.54 | reset
CTS | nivel[0]$_DFFE_PN0P_ | 1 | 0.53 | reset
finish | nivel[2]$_DFFE_PN0P_ | 1 | 0.53 | reset
Power is estimated from default activity; no workload was simulated.
