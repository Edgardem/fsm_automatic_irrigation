[flow/run.sh]
#!/bin/bash
# OpenROAD 26Q1-2900-gdf79404cd8, Yosys 0.63+post, stock flow scripts
make -C /OpenROAD-flow-scripts/flow DESIGN_CONFIG=/design/flow/config.mk WORK_HOME=/design/flow/orfs finish
[flow/config.mk]
export PLATFORM = sky130hd
export DESIGN_NAME = RegaAutomatica
export DESIGN_NICKNAME = RegaAutomatica
export VERILOG_FILES = /design/flow/design.v
export SDC_FILE = /design/flow/constraint.sdc
export NUM_CORES = 4
export LEC_CHECK = 1
export CORE_AREA = 10 10 110 110
export DIE_AREA = 0 0 120 120
[flow/design.v]
module ContadorNivelAgua (
    input reset,
    input Ctrl_clk,
    input state,
    output reg [2:0] nivel
);
    always @(posedge Ctrl_clk or negedge reset) begin
        if (!reset) begin
            nivel <= 3'b000;
        end else begin
            if (!state) begin
                if (nivel > 3'b000) nivel <= nivel - 1;
            end else begin
                if (nivel < 3'b111) nivel <= nivel + 1;
            end
        end
    end
endmodule
module ControladorDisplay (
    input ERRO,
    input Aspersao,
    input Gotejamento,
    input Limpeza,
    output reg [6:0] Segs
);
    wire [3:0] letras;
    assign letras = {Aspersao, Gotejamento, Limpeza, ERRO};
    always @(*) begin
        case (letras)
            4'b1000: Segs = 7'b0001000; 	 
            4'b0100: Segs = 7'b0010000;		 
            4'b0010: Segs = 7'b1000111;		 
				4'b0001: Segs = 7'b0000110;		 
            default: Segs = 7'b1111111; 	 
        endcase
    end
endmodule 
module ControladorMatriz (
    input [2:0] nivel,
    output reg [6:0] linhas_Matriz
);
    always @(*) begin
        case (nivel)
            3'b000: linhas_Matriz = 7'b1111111;
            3'b001: linhas_Matriz = 7'b0111111;
            3'b010: linhas_Matriz = 7'b0011111;
            3'b011: linhas_Matriz = 7'b0001111;
            3'b100: linhas_Matriz = 7'b0000111;
            3'b101: linhas_Matriz = 7'b0000011;
            3'b110: linhas_Matriz = 7'b0000001;
            3'b111: linhas_Matriz = 7'b0000000;
            default: linhas_Matriz = 7'b1111111; 
        endcase
    end
endmodule
module ControleAdubacao (
    input Adubou,
    input [2:0] nivel,
    output reg Parada_Rega,
    output reg Limpeza,
    output reg Vazio
);
    always @(*) begin
        Parada_Rega = (!Adubou && (nivel == 3'b001)) || (Adubou && (nivel == 3'b010));
        Limpeza = Adubou && (nivel <= 3'b010);
        Vazio = (!Adubou && Parada_Rega) || (nivel == 3'b000);
    end
endmodule
module ControleFrequencia (
    input fast_clk,
    input slow_clk,
	 input medium_clk,
    input start_fill,
    input Aspersao,
    input Gotejamento,
    input Limpeza,
    input ERRO,
	 input state,
    output reg Ctrl_clk
);
    wire Fast_on, Medium_on, Slow_on;
    assign Fast_on = (fast_clk && start_fill && state) || (fast_clk && Aspersao);
    assign Medium_on = (medium_clk && Gotejamento);
	assign Slow_on = (slow_clk && Limpeza);
    always @(*) begin
        if ((start_fill && state) || Aspersao) begin
            Ctrl_clk = Fast_on;
        end else if (Gotejamento) begin
            Ctrl_clk = Medium_on;
        end else if (Limpeza) begin
            Ctrl_clk = Slow_on;
        end else 
				Ctrl_clk = 0;
    end
endmodule
module ControleRega (
    input [1:0] REGA_Mode,
    input Esvaziar,
    input Nivel_cheio,
    input Parada_Rega,
	 input Limpeza,
    output reg Aspersao,
    output reg Gotejamento,
    output reg ERRO
);
    always @(*) begin
        Aspersao = ((REGA_Mode == 2'b01) && Esvaziar && !Parada_Rega && !Limpeza) || ((REGA_Mode == 2'b01) && Nivel_cheio);
        Gotejamento = ((REGA_Mode == 2'b10) && Esvaziar && !Parada_Rega && !Limpeza) || ((REGA_Mode == 2'b10) && Nivel_cheio);
        ERRO = ((REGA_Mode == 2'b11) && Esvaziar && !Limpeza) || ((REGA_Mode == 2'b11) && Nivel_cheio);
    end
endmodule
module DivisorClock (
 input clock,
 output slow_clk,
 output medium_clk,
 output fast_clk
);
 wire [25:0] Q;
 fft div_2 (.T(1'b1), .clock(clock), .Q(Q[0]));
 fft div_4 (.T(1'b1), .clock(Q[0]), .Q(Q[1]));
 fft div_8 (.T(1'b1), .clock(Q[1]), .Q(Q[2]));
 fft div_16 (.T(1'b1), .clock(Q[2]), .Q(Q[3]));    
 fft div_32 (.T(1'b1), .clock(Q[3]), .Q(Q[4]));
 fft div_64 (.T(1'b1), .clock(Q[4]), .Q(Q[5]));
 fft div_128 (.T(1'b1), .clock(Q[5]), .Q(Q[6]));
 fft div_256 (.T(1'b1), .clock(Q[6]), .Q(Q[7]));
 fft div_512 (.T(1'b1), .clock(Q[7]), .Q(Q[8]));
 fft div_1024 (.T(1'b1), .clock(Q[8]), .Q(Q[9]));
 fft div_2048 (.T(1'b1), .clock(Q[9]), .Q(Q[10]));
 fft div_4096 (.T(1'b1), .clock(Q[10]), .Q(Q[11]));
 fft div_8192 (.T(1'b1), .clock(Q[11]), .Q(Q[12]));
 fft div_16384 (.T(1'b1), .clock(Q[12]), .Q(Q[13]));
 fft div_32768 (.T(1'b1), .clock(Q[13]), .Q(Q[14]));
 fft div_65536 (.T(1'b1), .clock(Q[14]), .Q(Q[15]));
 fft div_131072 (.T(1'b1), .clock(Q[15]), .Q(Q[16]));
 fft div_262144 (.T(1'b1), .clock(Q[16]), .Q(Q[17]));
 fft div_524288 (.T(1'b1), .clock(Q[17]), .Q(Q[18]));
 fft div_1048576 (.T(1'b1), .clock(Q[18]), .Q(Q[19]));
 fft div_2097152 (.T(1'b1), .clock(Q[19]), .Q(Q[20]));
 fft div_4194304 (.T(1'b1), .clock(Q[20]), .Q(Q[21]));
 fft div_8388608 (.T(1'b1), .clock(Q[21]), .Q(Q[22]));
 fft div_24 (.T(1'b1), .clock(Q[22]), .Q(Q[23]));
 fft div_25 (.T(1'b1), .clock(Q[23]), .Q(Q[24]));
 fft div_26 (.T(1'b1), .clock(Q[24]), .Q(Q[25]));
 assign slow_clk = Q[25];
 assign medium_clk = Q[24];
 assign fast_clk = Q[23];
endmodule 
module FERTILIZING (
    input Aspersao,
    input Vazio,
    input B_Adb,
    input clk,
    input reset,
    output Mist_Adb,
    output Adubou
);
    reg state, nextstate;
    parameter IDLE = 1'b0;
    parameter FERTILIZING = 1'b1;
    always @(posedge clk or negedge reset) begin
        if (!reset) begin
            state <= IDLE;
        end else begin
            state <= nextstate;
        end
    end
    always @(*) begin
        case (state)
            IDLE: begin
                if (Aspersao && !B_Adb) begin
                    nextstate = FERTILIZING;
                end else begin
                    nextstate = IDLE;
                end
            end
            FERTILIZING: begin
                if (Vazio) begin
                    nextstate = IDLE;
                end else begin
                    nextstate = FERTILIZING;
                end
            end
            default: nextstate = IDLE;
        endcase
    end
    assign Mist_Adb = (state == FERTILIZING && Aspersao);
    assign Adubou = (state == FERTILIZING);
endmodule
module FILL (
    input Vazio,
    input Nivel_cheio,
    input clk,
    input reset,
    output reg state
);
    reg nextstate;
    parameter IDLE = 1'b0;
    parameter FILLING = 1'b1;
    always @(posedge clk or negedge reset) begin
        if (!reset) begin
            state <= IDLE;
        end else begin
            state <= nextstate;
        end
    end
    always @(*) begin
        case (state)
            IDLE: begin
                if (Vazio) begin
                    nextstate = FILLING;
                end else begin
                    nextstate = IDLE;
                end
            end
            FILLING: begin
                if (Nivel_cheio) begin
                    nextstate = IDLE;
                end else begin
                    nextstate = FILLING;
                end
            end
            default: nextstate = IDLE;
        endcase
    end
endmodule
module RegaAutomatica (
	input reset, 
	input clk, 
	input B_Adb,
	input [1:0] REGA_Mode,
	output Ve, 
	output ERRO, 
	output Gotejamento,
	output Aspersao,
	output Mist_Adb,
	output [6:0] linhas_Matriz,
	output [4:0] Colunas_Matriz,
	output [7:0] Segs,
	output [3:0] D_Segs
	);
	wire slow_clk, medium_clk, fast_clk, Adubou; 
	wire Parada_Rega, Vazio, Limpeza, Ctrl_clk;
	wire [2:0] nivel;
	wire start_fill;
	wire Nivel_cheio, state;
	DivisorClock div_clk (
		.clock(clk),
		.slow_clk(slow_clk),
		.medium_clk(medium_clk),
		.fast_clk(fast_clk)
	);
	FILL controle_encher (
		.Vazio(Vazio),
		.Nivel_cheio(Nivel_cheio),
		.clk(clk),
		.reset(reset),
		.state(state)
	);
	ContadorNivelAgua contador_nivel (
		.reset(reset),
		.Ctrl_clk(Ctrl_clk),
		.state(state),
		.nivel(nivel)
	);
	ControleFrequencia controle_freq (
		.fast_clk(fast_clk),
		.medium_clk(medium_clk),
		.slow_clk(slow_clk),
		.start_fill(start_fill),
		.Aspersao(Aspersao),
		.Gotejamento(Gotejamento),
		.Limpeza(Limpeza),
		.ERRO(ERRO),
		.state(state),
		.Ctrl_clk(Ctrl_clk)
	);
	ControleRega controle_rega (
		.REGA_Mode(REGA_Mode),
		.Esvaziar(!state),
		.Parada_Rega(Parada_Rega),
		.Nivel_cheio(Nivel_cheio),
		.Limpeza(Limpeza),
		.Aspersao(Aspersao),
		.Gotejamento(Gotejamento),
		.ERRO(ERRO)
	);
	ControleAdubacao controle_adub (
		.Adubou(Adubou),
		.nivel(nivel),
		.Parada_Rega(Parada_Rega),
		.Limpeza(Limpeza),
		.Vazio(Vazio)
	);
	FERTILIZING fertilizing (
		.Vazio((nivel == 3'b000)),
		.Aspersao(Aspersao),
		.B_Adb(B_Adb),
		.clk(clk),
		.reset(reset),
		.Mist_Adb(Mist_Adb),
		.Adubou(Adubou)
	);
	ControladorMatriz matriz_controlador (
		.nivel(nivel),
		.linhas_Matriz(linhas_Matriz)
	);
	ControladorDisplay display_control (
		.ERRO(ERRO),
		.Aspersao(Aspersao),
		.Gotejamento(Gotejamento),
		.Limpeza(Limpeza),
		.Segs(Segs[6:0])
	);
	assign start_fill = !Nivel_cheio;
	assign Nivel_cheio = (nivel == 3'b111);
	assign Ve = start_fill && state;
	assign Colunas_Matriz = 5'b11111;
	assign D_Segs = 4'b0111;
	assign Segs[7] = 1'b0;	
endmodule
module fft (T, clock, Q);
	input T;
   input clock;
   output reg Q;
   initial begin
       Q = 0;
   end
   always @(posedge clock) begin
      if (T) begin
			Q <= ~Q;
      end
   end
endmodule 
[flow/constraint.sdc]
current_design RegaAutomatica

set clk_period 3.4
set clk_io_pct 0.2

create_clock -name clk0 -period $clk_period [get_ports {clk}]

set non_clock_inputs [all_inputs -no_clocks]
set_input_delay [expr $clk_period * $clk_io_pct] -clock clk0 $non_clock_inputs
set_output_delay [expr $clk_period * $clk_io_pct] -clock clk0 [all_outputs]
==> git commit body <==
Record implementation results from latest flow run

- Top FF cell, synth: sky130_fd_sc_hd__dfxtp_1
- Summing over the stages, the warning tally comes to 30.
- Clock transition time at the flip-flop clock pins of the worst setup and hold paths: 0.05 ns
* Cell family with the largest share of critical-path delay: buffers and inverters
- Startpoint-to-endpoint class of the critical path: in -> out
- Largest non-sequential cell family by area: buffers and inverters
* Final setup fails: 0
* Initial antenna violation count: 1
* Synth-to-layout area growth: 28.00%
* Library cells used by synthesis: 33
- After synthesis, the cell types taking the most area are sky130_fd_sc_hd__dfxtp_1 (39%), sky130_fd_sc_hd__inv_1 (9.9%), sky130_fd_sc_hd__dfrtp_1 (9.5%), sky130_fd_sc_hd__ha_1 (7.6%), sky130_fd_sc_hd__buf_4 (6.8%).
- For this run, the detailed router reports a per-instance via density of 2.987.
- Per-cell routed wire length: 8.379 µm
* Most numerous cell types in the synthesized netlist: sky130_fd_sc_hd__inv_1 (35), sky130_fd_sc_hd__dfxtp_1 (26), sky130_fd_sc_hd__buf_4 (12)
- Number of buffers added on ports: 23
- The report lists the cells along the critical path as clkdlybuf4s50_1 -> nor2_1 -> nor2_1 -> a21oi_1 -> a311oi_1 -> clkdlybuf4s50_1.
- The routed layout has 890 vias.
- Post-detailed-routing wire length: 2497 µm
- Share of the synthesized netlist area taken by xor and xnor gates: 0
* Count of mapped cells out of synthesis: 145
- The global route stage reports its total congestion overflow as 0.
* Data arrival at the endpoint of the critical path: 2.42 ns
- 34 I/O pins were placed.
- Path class of the lowest-slack min-delay path: reg -> reg
- Max reg flops: 3
* Post-Syn Area: 1323 µm²
* Area fraction in mux cells: 0.02365
* Clock latency of the later-clocked register in the worst-skew pair: 0.23 ns
* Sequential element share of the synthesized area: 0.4882
- Sum of negative setup slack: 0 ns
* Via count of the first global-routing pass: 865
- After layout, the setup clock skew is reported as 0.01459 ns.
* Simple logic cell fraction of the synthesized area: 0.1230
- Remaining design rule violation count: 0
* Overall die height: 120 µm
* Element type at the critical path start: input port
- Per the synthesis report, the adder-cell share of the synthesized area is 0.08420.
- Summing internal, switching and leakage power gives 0.6941 mW.
* Register pins left without a clock: 28
- From left edge to right edge, the die measures 120 µm.
- The leakage component of the power was reported as 0.6454 nW.
- Register with the highest flop count: contador_nivel.nivel
- Synthesized area per cell: 9.121 µm²
- Fraction of synthesis flops using an asynchronous set or reset pin: 0.1613
- The final weighted congestion recorded by global placement is 0.7886.
- Highest clock rate: 0.3223 GHz
* Buffers from clock root to sink, at most: 2
- Cell type of the slowest stage on the worst timing path: sky130_fd_sc_hd__clkdlybuf4s50_1
- Per the final layout report, the fraction of cells sized above drive strength 1 comes to 0.04242.
- Wire length of the first global-routing pass: 4271 µm
- 0 antenna diodes ended up in the layout.
* Number of unconstrained endpoints: 35
* Critical Path Fanout Max: 9
- In this run the VDD rail shows a maximum IR drop of 0.1441 mV.
- Once layout is complete, the cells apart from fillers number 298.
- Endpoints failing hold in the final report were tallied at 0.
- For this configuration, the core starts out at a cell density of 0.1353.
* Final critical path time including I/O delays and setup: 3.102 ns
- The post-CTS hold buffer count recorded in the log is 0.
* Cycle use final: 0.9125
- Status: finished clean
* Overall routing resource usage: 0.03488
* First-pass iteration count of the detailed router: 4
- Floorplan Core Area: 9774 µm²
- Counting tap cells, the placed design contains a total of 294 instances.
- In this run, post-CTS repair resized a total of 0 instances.
- Library cell with the largest summed area after synthesis: sky130_fd_sc_hd__dfxtp_1
- Yosys warns: 9
* Clock H-tree levels: 1
* AND-OR/OR-AND share of the synthesized area: 0.09934
- Dpl hpwl: 2138 µm
- Yosys reported a register bit count of 31.
- TritonCTS built the clock tree.
* Largest stage delay on the critical path: 0.64 ns
- The area fraction of the largest cell type after synthesis is 0.3936.
- Across the run, the number of max-cap violations was 0.
- In the Yosys report the total cell count is 145.
- Dividing total power by cell area gives a power density of 410.0 nW/µm².
- Setup repair after global routing left no endpoint under its margin.
- The worst setup path is captured at an output port.
- Per the post-route antenna check, the number of violating nets is 0.
- Per the post-run analysis, buffers plus inverters along the critical path come to 2.
* YS chip area: 1323 µm²
- Chip Footprint: 14400 µm²
- Yosys mapped a number of flops with a built-in enable equal to 0.
- Number of pins exceeding their max-slew limit in the final report: 0
- Pin count of the biggest net entering global routing: 12
- Sorting the synthesis cell report by count puts at the top sky130_fd_sc_hd__inv_1.
* CP required: 2.72 ns
- The report lists the number of standard-cell rows as 36.
- Looking at the post-CTS report, the setup buffer insertion count equals 0.
- The tree is rooted in a sky130_fd_sc_hd__clkbuf_8.
- The CTS report gives the tree buffer count as 3.
* Drt first-iter violations: 47
[per-stage QoR]
stage	util	cell area [µm²]	worst slack, ns	hold WS [ns]
after floorplan	-	1353	1.248	0.3496
after global placement	0.1686	1648	0.2996	0.3564
after detailed placement	0.1686	1648	0.2960	0.3641
after CTS	0.1732	1693	0.2723	0.3749
after global routing	0.1732	1693	0.1279	0.4018
final	0.1732	1693	0.2976	0.3712
[final timing paths]
kind	from	end	slack (ns)	cells after the start
setup / recovery	REGA_Mode[0]	Segs[4]	0.30	6
hold / removal	div_clk.div_2.Q	div_clk.div_2.Q	0.37	1
setup reg to reg	fertilizing.state	fertilizing.state	1.78	4
hold reg to reg	div_clk.div_2.Q	div_clk.div_2.Q	0.37	1
max in group asynchronous	reset	controle_encher.state	2.50	1
min in group asynchronous	reset	fertilizing.state	0.68	1
[where the power goes]
part           internal [mW]  leakage, nW  switching (mW)  total, mW
Combinational          0.266        0.354           0.182      0.447
Sequential            0.0797        0.269          0.0529      0.133
Clock                 0.0809       0.0228          0.0333      0.114
[placed cells by master (no fill, tap or decap), types with 2 or more instances in the layout]
master                            count
sky130_fd_sc_hd__o21ai_0              2
sky130_fd_sc_hd__clkdlybuf4s50_1     23
sky130_fd_sc_hd__dfrtp_1              5
sky130_fd_sc_hd__conb_1              10
sky130_fd_sc_hd__nand3_1              2
sky130_fd_sc_hd__dfxtp_1             26
sky130_fd_sc_hd__nor2_1               9
sky130_fd_sc_hd__a311oi_1             2
sky130_fd_sc_hd__clkbuf_8             3
sky130_fd_sc_hd__inv_1               35
sky130_fd_sc_hd__ha_1                 8
sky130_fd_sc_hd__a31oi_1              2
sky130_fd_sc_hd__nor3_1               3
sky130_fd_sc_hd__nand2b_1             4
sky130_fd_sc_hd__a21oi_1              6
sky130_fd_sc_hd__mux2i_1              2
sky130_fd_sc_hd__nor2b_1              2
sky130_fd_sc_hd__nand2_1              5
[per-layer routing]
metal / vias up / wire (µm) / global-route usage
met5: - / 0 / 0
met4: 0 / 18 / 0.003771
met3: 2 / 195 / 0.01333
met2: 23 / 974 / 0.04986
met1: 396 / 1308 / 0.05043
li1: 469 / - / -
[worst reg2reg max path, delay by kind of cell, from the launching register on]
family / cells / cell delay [ns]
and+or+nand+nor: 3 / 0.87
DFF: 1 / 0.44
AOI/OAI and AO/OA: 1 / 0.20
[cells by family (layout without fill, tap and decap cells)]
| family | Yosys count | after routing |
|---|---|---|
| compound gates | 19 | 19 |
| fa+ha+maj | 9 | 9 |
| buf+inv | 50 | 62 |
| flops | 31 | 31 |
| mux | 3 | 3 |
| other cells | 2 | 10 |
| simple gates | 31 | 31 |
[final cells by class]
class                      count  area (µm²)
fill                        1084        8082
sequential                    31       645.6
multi-input combinational     72       474.2
timing repair buffer          23       230.2
tap                          133       166.4
inverter                      35       131.4
clock buffer                   4       45.04
Power and IR drop assume default switching activity.
